===== design/flow/constraint.sdc =====
current_design POOL

set clk_period 65.0
set clk_io_pct 0.2

create_clock -name clk0 -period $clk_period [get_ports {clk1}]
create_clock -name clk1 -period $clk_period [get_ports {clk2}]

set non_clock_inputs [all_inputs -no_clocks]
set_input_delay [expr $clk_period * $clk_io_pct] -clock clk0 $non_clock_inputs
set_output_delay [expr $clk_period * $clk_io_pct] -clock clk0 [all_outputs]

===== design/flow/run.sh =====
#!/bin/bash
# OpenROAD 26Q1-2900-gdf79404cd8, Yosys 0.63+post, stock flow scripts
make -C /OpenROAD-flow-scripts/flow DESIGN_CONFIG=/design/flow/config.mk WORK_HOME=/design/flow/orfs finish

===== design/flow/config.mk =====
export PLATFORM = sky130hd
export DESIGN_NAME = POOL
export DESIGN_NICKNAME = POOL
export VERILOG_FILES = /design/flow/design.v
export SDC_FILE = /design/flow/constraint.sdc
export NUM_CORES = 4
export LEC_CHECK = 1
export CORE_UTILIZATION = 50

===== design/flow/design.v =====
module FIFO_ASYNCH #(parameter DATA_WIDTH = 16, FIFO_SIZE = 10, ADD_WIDTH = 3) (
		clk1  ,
		clk2  ,
		rd_clr,
		wr_clr,
		rd_inc,
		wr_inc,
		wr_en ,
		rd_en ,
		data_in_fifo ,
		data_out_fifo,
		);
   input clk1  ;  
   input clk2  ; 
   input rd_clr;         
   input wr_clr;
   input rd_inc;
   input wr_inc;
   input wr_en ;
   input rd_en ;
   input  [DATA_WIDTH-1:0] data_in_fifo ;
   output [DATA_WIDTH-1:0] data_out_fifo;
  reg [DATA_WIDTH-1:0] fifo_data [FIFO_SIZE-1:0];
  reg [ADD_WIDTH-1: 0] rd_ptr                  ;
  reg [ADD_WIDTH-1: 0] wr_ptr                  ;
  reg [DATA_WIDTH-1:0] data_read               ;
  reg reg_we;
  always @(posedge clk1) begin
   	reg_we <= wr_en;
  end
  always @(posedge clk2) begin
  	if(rd_clr)
  	  rd_ptr <= 0;
  	else if(rd_en) begin
	 		data_read <= fifo_data[rd_ptr];
			rd_ptr    <= rd_ptr + rd_inc   ;
		end
		else 
		  data_read <= 0;
	end
	always @(posedge clk2) begin
		if(wr_clr)
		  wr_ptr <= 0;
		else if(reg_we) begin
			fifo_data[wr_ptr] <= data_in_fifo   ;
			wr_ptr            <= wr_ptr + wr_inc;
		end
		else
			fifo_data[wr_ptr] <= fifo_data[wr_ptr];
	end
	assign data_out_fifo = data_read;
endmodule
module IFM_BUFF #(parameter DATA_WIDTH = 8) (
		input clk
	 ,input rst_n
	 ,input set_ifm
	 ,input  [DATA_WIDTH-1:0] ifm_in
	 ,output reg [DATA_WIDTH-1:0] ifm_out
	 );
	always @(posedge clk or negedge rst_n) begin
		if(!rst_n) begin
			ifm_out <= 0;
		end
		else if(set_ifm) begin
			ifm_out <= ifm_in;
		end
  end
endmodule
module PE #(parameter WEIGHT_WIDTH = 8, IFM_WIDTH = 8, PSUM_WIDTH = 16, POOLING = 0)(
    clk,
    rst_n,
    set_reg,
		ifm,
		wgt,
		psum_in,
		psum_out
		);
	input clk    ;  
	input rst_n  ;
	input set_reg;
	input  signed [IFM_WIDTH-1:0   ] ifm      ;
	input  signed [WEIGHT_WIDTH-1:0] wgt      ;
	input  signed [PSUM_WIDTH-1:0  ] psum_in  ;
	output signed [PSUM_WIDTH-1:0  ] psum_out ;
	reg  signed [PSUM_WIDTH-1:0] psum         ;
	wire signed	[PSUM_WIDTH-1:0] product			;
	qmult #(
		 .Q_a(12)
		,.N_a(IFM_WIDTH)
		,.Q_b(12)
		,.N_b(WEIGHT_WIDTH)
		,.Q_q(12)
		,.N_q(PSUM_WIDTH)	
	) mult
	(
		 .a(ifm)
		,.b(wgt)
		,.q_result(product)
	);
  always @(posedge clk or negedge rst_n)
  begin
    if (!rst_n)
      psum <= 0;
    else 
    begin
      if (set_reg)
      begin
        if (POOLING)
          psum <= (ifm > psum_in) ? ifm : psum_in;
        else
          psum <= product + psum_in;
      end
      else
        psum <= psum;
    end
  end
	assign psum_out = psum;
endmodule
module POOL_BUFFER #(parameter DATA_WIDTH = 16, FIFO_SIZE = 10, ADD_WIDTH = 3) (
		clk   ,
    rst_n ,
		wr_en ,
		rd_en ,
		data_in_fifo ,
		data_out_fifo,
    full
		);
   input clk   ;  
   input rst_n ;
   input wr_en ;
   input rd_en ;
   input  [DATA_WIDTH-1:0] data_in_fifo ;
   output [DATA_WIDTH-1:0] data_out_fifo;
   output full;
  reg [DATA_WIDTH-1:0] fifo_data [FIFO_SIZE-1:0];
  reg [ADD_WIDTH-1: 0] rd_ptr                  ;
  reg [ADD_WIDTH-1: 0] wr_ptr                  ;
  reg [DATA_WIDTH-1:0] data_read               ;
  always @(posedge clk or negedge rst_n) begin
    if (!rst_n)
      rd_ptr    <= 0;
    else
    begin
  	  if(rd_en) begin
	 	  	data_read <= fifo_data[rd_ptr];
		  	rd_ptr    <= rd_ptr + 1       ;
		  end
		  else 
		    data_read <= 0;
      if (rd_ptr == FIFO_SIZE)
        rd_ptr    <= 0;
    end
	end
	always @(posedge clk or negedge rst_n) begin
    if (!rst_n)
      wr_ptr    <= 0;
    else
    begin
		  if(wr_en) begin
		  	fifo_data[wr_ptr] <= data_in_fifo   ;
		  	wr_ptr            <= wr_ptr + 1     ;
		  end
		  else
		  	fifo_data[wr_ptr] <= fifo_data[wr_ptr];
      if (wr_ptr == FIFO_SIZE)
        wr_ptr    <= 0;
    end
	end
  assign full = (wr_ptr == FIFO_SIZE) ? 1 : 0; 
	assign data_out_fifo = data_read;
endmodule
module POOL_CONTROL #(parameter KERNEL_POOL = 4, IFM_SIZE = 9, STRIDE_POOL = 2, CI = 3)(
  input clk1,
  input clk2,
  input rst_n,
  input full,
  output reg set_ifm,
  output reg ifm_read,
  output reg rd_clr,
  output reg wr_clr,
  output reg out_valid,
  output reg set_reg,
  output reg end_pool,
  output reg [KERNEL_POOL-1:0] rd_en,
  output reg [KERNEL_POOL-1:0] wr_en
);
  reg [8:0] cnt_index;
  reg [8:0] cnt_line;
  reg [8:0] cnt_channel;
  reg [2:0] curr_state;
  reg [2:0] next_state;
  reg end_reg;
  parameter [2:0] 
    IDLE        = 3'b000,
    COMPUTE     = 3'b001,
    END_ROW     = 3'b010,
    END_CHANNEL = 3'b011,
    END_FILTER  = 3'b100,
    END_POOL    = 3'b101;
  always @(posedge clk1 or negedge rst_n)
  begin
    if (!rst_n)
      curr_state <= IDLE;
    else
      curr_state <= next_state;
  end
  always @(full or cnt_index or cnt_line or cnt_channel)
  begin
    case (curr_state)
      IDLE:
      begin
        if (full)
          next_state = COMPUTE;
        else
          next_state = IDLE;
      end
      COMPUTE:
      begin
        if (cnt_index == IFM_SIZE)
        begin
          if (cnt_line < IFM_SIZE)
            next_state = END_ROW;
          else
          begin
            if (cnt_channel < CI)
              next_state = END_CHANNEL;
            else
              next_state = END_FILTER;
          end
        end
        else
          next_state = COMPUTE;
      end
      END_ROW:
      begin
        if (full)
          next_state = COMPUTE;
        else
          next_state = END_ROW;
      end
      END_CHANNEL:
      begin
        if (full)
          next_state = COMPUTE;
        else
          next_state = END_CHANNEL;
      end
      END_FILTER:
        next_state = END_POOL;
      END_POOL:
        if (cnt_index > IFM_SIZE-KERNEL_POOL+2)
          next_state = IDLE;
        else
          next_state = END_POOL;
      default:
        next_state = IDLE;
    endcase
  end
  genvar ii;
  generate
    for (ii = 0; ii < KERNEL_POOL; ii = ii + 1) begin
      always @(posedge clk1) begin
        rd_en[ii] <= (((cnt_line >= (ii+2) && cnt_line <= (IFM_SIZE-KERNEL_POOL+ii+2) && ((cnt_line-ii-2)%STRIDE_POOL == 0)) || (ii == KERNEL_POOL-1 && cnt_line == 1 && cnt_channel != 1)) && (|cnt_index && cnt_index <= IFM_SIZE-KERNEL_POOL+1 && ((cnt_index-1)%STRIDE_POOL == 0))) ? 1 : 0;
        wr_en[ii] <= ((next_state != END_POOL) && (cnt_line >= (ii+1) && cnt_line <= (IFM_SIZE-KERNEL_POOL+ii+1) && ((cnt_line-ii-1)%STRIDE_POOL == 0)) && (cnt_index >= KERNEL_POOL && ((cnt_index-KERNEL_POOL)%STRIDE_POOL == 0)))? 1 : 0;
      end
    end
  endgenerate
  always @(posedge clk1 or negedge rst_n)
  begin
    if (!rst_n)
    begin
      cnt_index   <= 0;
      cnt_line    <= 0;
      cnt_channel <= 0;
      set_reg     <= 0;
      end_reg     <= 0;
      rd_clr      <= 0;
      wr_clr      <= 0;
      set_ifm     <= 0;
      ifm_read    <= 0;
    end 
    else
    begin
      case (next_state)
        IDLE:
        begin
          cnt_index   <= 0;
          cnt_line    <= 0;
          cnt_channel <= 0;
          set_reg     <= 0;
          rd_clr      <= 0;
          wr_clr      <= 0;
          set_ifm     <= 0;
          ifm_read    <= 0;
          end_reg     <= (cnt_index == IFM_SIZE-KERNEL_POOL+3) ? 1 : 0;
        end
        COMPUTE:
        begin
          cnt_index   <= cnt_index + 1;
          cnt_line    <= (|cnt_index == 1'b0)? cnt_line + 1:cnt_line;
          cnt_channel <= (|cnt_index == 1'b0 && |cnt_line == 1'b0)? cnt_channel + 1:cnt_channel;
          set_reg     <= 1;
          rd_clr      <= 0;
          wr_clr      <= (cnt_index == KERNEL_POOL)? 1 : 0;
          set_ifm     <= 1;
          ifm_read    <= 1;
        end
        END_ROW:
        begin
          cnt_index   <= 0;
          rd_clr      <= 1;
          set_ifm     <= 0;
          ifm_read    <= 0;
        end
        END_CHANNEL:
        begin
          cnt_index   <= 0;
          cnt_line    <= 0;
          rd_clr      <= 1;
          set_ifm     <= 0;
          ifm_read    <= 0;
        end
        END_FILTER:
        begin
          cnt_index   <= 0;
          cnt_line    <= 0;
          cnt_channel <= 0;
          rd_clr      <= 1;
          set_ifm     <= 0;
          ifm_read    <= 0;
        end
        END_POOL:
        begin
          cnt_index   <= cnt_index + 1;
          cnt_line    <= 1;
          cnt_channel <= CI + 1;
          set_reg     <= 0;
          set_ifm     <= 0;
          rd_clr      <= 0;
          ifm_read    <= 0;
        end
        default:
        begin
          cnt_index   <= cnt_index;
          cnt_line    <= cnt_line;
          cnt_channel <= cnt_channel;
          set_reg     <= set_reg;
          set_ifm     <= set_ifm;
          end_reg     <= end_reg;
          wr_clr      <= wr_clr;
          rd_clr      <= rd_clr;
          ifm_read    <= ifm_read;
        end
      endcase
    end
  end
  always @(posedge clk2 or negedge rst_n)
  begin
    if (!rst_n) begin
      out_valid <= 0;
      end_pool  <= 0;
    end
    else begin
      out_valid <= rd_en[KERNEL_POOL-1];
      end_pool  <= end_reg;
    end
  end
endmodule
module POOL #(
  parameter 
    DATA_WIDTH = 32, 
    IFM_SIZE = 27, 
    KERNEL_POOL = 5,
    STRIDE_POOL = 1,
    FIFO_SIZE = (IFM_SIZE-KERNEL_POOL)/STRIDE_POOL+1,
    CI = 3 
)(
	input clk1,
	input clk2,
	input rst_n,
  input in_valid,
	input [DATA_WIDTH-1:0] ifm,
  output end_pool,
  output out_valid,
	output[DATA_WIDTH-1:0] data_output
	);
  localparam ADD_WIDTH = $clog2(IFM_SIZE-KERNEL_POOL+1)+1;
  reg [DATA_WIDTH-1:0] ifm_temp;
	wire [DATA_WIDTH-1:0] psum [KERNEL_POOL-1:0][KERNEL_POOL:0];
	wire [DATA_WIDTH-1:0] ifm_wire;
  assign psum[0][0] = 0;
  wire rd_clr;
  wire wr_clr;
  wire set_ifm;
  wire set_reg;
  wire full;
  wire ifm_read;
  wire [DATA_WIDTH-1:0] ifm_pool;
  wire [KERNEL_POOL-1:0] wr_en;
  wire [KERNEL_POOL-1:0] rd_en;
  POOL_BUFFER  #(.DATA_WIDTH(DATA_WIDTH), .FIFO_SIZE(IFM_SIZE), .ADD_WIDTH($clog2(IFM_SIZE)+1)) pool_buffer (
     .clk(clk2)
    ,.rst_n(rst_n)
    ,.wr_en(in_valid)
    ,.rd_en(ifm_read)
    ,.data_in_fifo(ifm)
    ,.data_out_fifo(ifm_pool)
    ,.full(full)
  );
  POOL_CONTROL #(.KERNEL_POOL(KERNEL_POOL), .IFM_SIZE(IFM_SIZE), .STRIDE_POOL(STRIDE_POOL), .CI(CI)) control (
     .clk1(clk1)
    ,.clk2(clk2)
    ,.rst_n(rst_n)
    ,.full(full)
    ,.rd_clr(rd_clr)
    ,.wr_clr(wr_clr)
    ,.out_valid(out_valid)
    ,.ifm_read(ifm_read)
    ,.set_ifm(set_ifm)
    ,.set_reg(set_reg)
    ,.end_pool(end_pool)
    ,.rd_en(rd_en)
    ,.wr_en(wr_en)
  );
  genvar arr_i;
  genvar arr_j;
  generate
    for (arr_j = 0; arr_j < KERNEL_POOL; arr_j = arr_j + 1)
      for (arr_i = 0; arr_i < KERNEL_POOL; arr_i = arr_i + 1)
      begin
	      PE #(.WEIGHT_WIDTH(16), .IFM_WIDTH(DATA_WIDTH), .PSUM_WIDTH(DATA_WIDTH), .POOLING(1)) pe (
	      		.clk(clk1)
	      	 ,.rst_n(rst_n)
	      	 ,.set_reg(set_reg)
	      	 ,.ifm(ifm_wire)
           ,.wgt({16{1'b0}})
	      	 ,.psum_in(psum[arr_i][arr_j])
	      	 ,.psum_out(psum[arr_i][arr_j+1])
	      	 );
      end
  endgenerate
  genvar fifo_i;
  generate
    for (fifo_i = 0; fifo_i < KERNEL_POOL-1; fifo_i = fifo_i + 1)
    begin
      FIFO_ASYNCH #(.DATA_WIDTH(DATA_WIDTH), .FIFO_SIZE(FIFO_SIZE), .ADD_WIDTH(ADD_WIDTH)) fifo(
	    	 .clk1  (clk1)
	    	,.clk2  (clk2)
	    	,.rd_clr(rd_clr)
	    	,.wr_clr(wr_clr)
	    	,.rd_inc(1'b1)
	    	,.wr_inc(1'b1)
	    	,.wr_en (wr_en[fifo_i])
	    	,.rd_en (rd_en[fifo_i])
	    	,.data_in_fifo (psum[fifo_i][KERNEL_POOL])
	    	,.data_out_fifo(psum[fifo_i+1][0])
	    	);
    end
  endgenerate
  FIFO_ASYNCH #(.DATA_WIDTH(DATA_WIDTH), .FIFO_SIZE(FIFO_SIZE), .ADD_WIDTH(ADD_WIDTH)) fifo_end(
		 .clk1  (clk1)
		,.clk2  (clk2)
		,.rd_clr(rd_clr)
		,.wr_clr(wr_clr)
		,.rd_inc(1'b1)
		,.wr_inc(1'b1)
		,.wr_en (wr_en[KERNEL_POOL-1])
		,.rd_en (rd_en[KERNEL_POOL-1])
		,.data_in_fifo (psum[KERNEL_POOL-1][KERNEL_POOL])
		,.data_out_fifo(data_output)
		);
  IFM_BUFF #(.DATA_WIDTH(DATA_WIDTH)) ifm_buf (
       .clk(clk1)
      ,.rst_n(rst_n)
      ,.set_ifm(set_ifm)
      ,.ifm_in(ifm_pool)
      ,.ifm_out(ifm_wire)
			);
endmodule
module qmult #(
  parameter Q_a = 8,
  parameter N_a = 16,
  parameter Q_b = 10,
  parameter N_b = 16,
  parameter Q_q = 12,
  parameter N_q = 16
)
(
  input      [N_a-1:0] a,
  input      [N_b-1:0] b,
  output     [N_q-1:0] q_result   
);
  wire [N_a+N_b-1:0] f_result;   
  wire [N_a-1:0] multiplicand;   
  wire [N_b-1:0] multiplier;     
  wire [N_q-2:0] quantized_result;
  assign multiplicand = (a[N_a-1]) ? (~a) + 1 : a;
  assign multiplier = (b[N_b-1]) ? (~b) + 1 : b;
  assign f_result = multiplicand[N_a-2:0] * multiplier[N_b-2:0];          
  assign quantized_result = f_result[N_q-2+Q_q:Q_q];                      
  assign q_result[N_q-1] = (a != 0 && b != 0 && quantized_result != 0) ? a[N_a-1] ^ b[N_b-1] : 0;   
  assign q_result[N_q-2:0] = (q_result[N_q-1]) ? (~quantized_result) + 1 : quantized_result;   
endmodule

==> out/metrics.cfg <==
[yosys]
netlist_instances=15700
avgSynthCellArea_um2=15.7
synthDistinctLibCells=77
yosys_warnings=7
edf_count=4736
yosys_area_mm2=0.246
yosysTopAreaCell=edfxtp_1
topCellsByArea=edfxtp_1 (58%), dfrtp_1 (9.0%), mux4_2 (8.8%)
ys_seq_elements=5685
ff_type=edfxtp_1
async_flop_share_pct=15.5
yosys.area.top_type_share_pct=57.9
synth_area_mm2=0.246
yosys_cells=15700
ys_seq_share_pct=67.4

[final_timing]
setup-tns-final_ps=0
setup_viol=0
slew_viol_final=0
max-slew-margin-rel_pct=17.9
clock-skew-final_ps=90.3
whs_ps=311
finalHoldViolations=0
worst_pin_slew_ps=1200
rsz0062_at_grt=false

[final_layout]
flop_area_mm2=0.166
top_regs=genblk2.fifo.fifo_data: 2944 flops, pool_buffer.fifo_data: 864 flops, genblk1.genblk1.pe.psum: 800 flops
n_fill_cell=37100
final_cell_mix=edfxtp_1 (4736), mux4_2 (960), dfrtp_1 (847)
instances_no_fill=22800
syn_to_final_growth_pct=12.1
comb_area_mm2=0.0747
largest-register=genblk2.fifo.fifo_data
layout-drive-gt1-share_pct=16.5
largest_reg_flops=2944
fin_util_pct=56.2
final_common_cell=edfxtp_1

[place]
place_congestion=0.970
portBuffers=68
placed_cells=21800
dpl.hpwl_mm=412

[worst_setup_path]
critPathLaunchType=input pin
ff2ff_path_depth=9
crit_path_end_kind=asynchronous set/reset pin
crit_required_ps=65820
critPathLaunch=rst_n
reg2reg_to=pool_buffer.fifo_data[7][19]
critPathKind=input pin to asynchronous set/reset pin
r2r-start=pool_buffer.wr_ptr[2]
critPathMaxFanout=70
setup.worst_path.end=genblk1[0].genblk1[4].pe.psum[27]
crit_arrival_ps=16700
r2r_setup_slack_ps=60480

[run]
max-cap-violations=0
warning_count=68

[global_route]
use_met3_pct=20.2
overflow=0
grt_max_degree=178
grt_util_met2_pct=46.3
top_usage_layer=met2
grt_first_pass_wirelength_mm=1020
track_usage_pct=31.7
grt_pass1_vias=151000
antenna_found_initial=20
gr-usage-met1_pct=41.1

[clocking]
cts_resized=0
clkTransAtPathRegs_ps=60
cts_tree=done
holdBufCountCts=0
post_cts_buffers=0
clock-sinks=5685

[routing]
first_pass_iters=7
drtIter0Drc=11600
via_count=144000
drt_wl_total_mm=703
drc=0
wl_per_cell_um=30.8
routed_via_density=6.30
ant_nets=0

[floorplan]
floorplan.core_util_pct=50.2
rows=257
die-area_mm2=0.494
die_w_um=703
fp.dieH_um=703
pin_count=70
core-area_mm2=0.490

[pwr]
power_frac_comb_pct=4.9
leakagePower_nw=90.7
seq_power_share_pct=52.7
switching_share_pct=22.8
finalPower_mw=7.76
p_switching_mw=1.76
p_int_mw=5.99
ir_worst_vdd_uv=38.6
power-per-cell-area_mw_per_mm2=28.2
p_clk_share_pct=42.4

[worst_hold_path]
hold_path.class=flip-flop to flip-flop

[run_status]
status=completed

synth_stat cells (197+ instances only):
cell type	n
nand3_1	314
a22oi_1	634
a21oi_1	789
dfrtp_1	883
inv_1	838
mux2i_1	780
o21ai_0	352
a21o_1	201
clkbuf_1	703
mux4_2	960
edfxtp_1	4736
a221oi_1	197
nand4_1	298
ha_1	811
nand2_1	734
nor2_1	782
worst max-delay path: stages:
cell	delay, ps
buf_8	460
buf_4	660
buf_4	610
buf_4	580
buf_4	640
buf_4	560
per-layer routing:
layer / wire length (um) / vias to the layer above
met4: 29600 / 55
li1: - / 62500
met2: 331000 / 8900
met3: 105000 / 1821
met1: 236000 / 70700
met5: 1250 / -
per-stage QoR:
step                worst slack, ps  instance area, um^2
CTS                           48950               275000
global route                  48590               275000
finish                        49120               275000
detailed placement            48170               257000
floorplan                     49930               246000
global placement              48200               257000
cell type report:
cell class | count | share of cell area (%)
flip-flops and latches | 5685 | 60.2
multi-input cells | 8165 | 27.1
clock buffers | 755 | 5.67
well taps | 6475 | 2.94
repair buffers | 597 | 1.74
inverters | 839 | 1.15
clock inverters | 311 | 1.14
diodes | 12 | 0.0109
logic make-up after synthesis:
group | synth area share [%]
xor+xnor | 0.192
mux | 12.1
simple gates | 4.47
compound gates | 8.78
fa+ha+maj | 4.13
buf+inv | 2.88
flops | 67.4
how the worst min path moves through the flow:
stage	depth (start not counted)	startpoint	to	slack (ps)
after CTS	2	fifo_end.reg_we	fifo_end.wr_ptr[0]	280
after global routing	0	control.wr_en[4]	fifo_end.reg_we	340
final	2	fifo_end.reg_we	fifo_end.wr_ptr[0]	310
power by group through the flow:
| stage | clock network, mW | registers, mW | logic [mW] |
|---|---|---|---|
| after global routing | 3.48 | 4.09 | 0.395 |
| after CTS | 3.35 | 4.08 | 0.361 |
| final | 3.29 | 4.09 | 0.382 |
Power figures rest on the tool's default switching activity, not on a simulated workload.
