File: flow/design.v
module CONTROL #(parameter KERNEL_SIZE = 4, IFM_SIZE = 9, PAD = 2, STRIDE = 2, CI = 3, CO = 4, POOLING = 0)(
  input clk1,
  input clk2,
  input rst_n,
  input start_conv,
  output wgt_read,
  output ifm_read,
  output re_buffer,
  output reg set_ifm,
  output reg rd_clr,
  output reg wr_clr,
  output reg out_valid,
  output reg set_reg,
  output reg end_conv,
  output reg [KERNEL_SIZE-1:0] rd_en,
  output reg [KERNEL_SIZE-1:0] wr_en,
  output reg [KERNEL_SIZE*KERNEL_SIZE-1:0] set_wgt
);
  reg [8:0] cnt_index;
  reg [8:0] cnt_line;
  reg [9:0] cnt_channel;
  reg [9:0] cnt_filter;
  reg [2:0] curr_state;
  reg [2:0] next_state;
  reg end_reg;
  parameter [2:0] 
    IDLE        = 3'b000,
    COMPUTE     = 3'b001,
    END_ROW     = 3'b010,
    END_CHANNEL = 3'b011,
    END_FILTER  = 3'b100,
    END_CONV    = 3'b101;
  always @(posedge clk1 or negedge rst_n)
  begin
    if (!rst_n)
      curr_state <= IDLE;
    else
      curr_state <= next_state;
  end
  always @(start_conv or cnt_index or cnt_line or cnt_channel)
  begin
    case (curr_state)
      IDLE:
      begin
        if (start_conv)
          next_state = COMPUTE;
        else
          next_state = IDLE;
      end
      COMPUTE:
      begin
        if (cnt_index == IFM_SIZE)
        begin
          if (cnt_line < IFM_SIZE)
            next_state = END_ROW;
          else
          begin
            if (cnt_channel < CI)
              next_state = END_CHANNEL;
            else
              next_state = END_FILTER;
          end
        end
        else
          next_state = COMPUTE;
      end
      END_ROW:
        next_state = COMPUTE;
      END_CHANNEL:
        next_state = COMPUTE;
      END_FILTER:
      begin
        if (cnt_filter < CO)
          next_state = COMPUTE;
        else
          next_state = END_CONV;
      end
      END_CONV:
        if (cnt_index > IFM_SIZE-KERNEL_SIZE+2)
          next_state = IDLE;
        else
          next_state = END_CONV;
      default:
        next_state = IDLE;
    endcase
  end
  genvar ii;
  generate
    for (ii = 0; ii < KERNEL_SIZE; ii = ii + 1) begin
      always @(posedge clk1) begin
        rd_en[ii] <=    ((|cnt_filter)               &&              
	               	((cnt_line >= (ii+2) && cnt_line <= (IFM_SIZE-KERNEL_SIZE+ii+2) && ((cnt_line-ii-2)%STRIDE == 0))   ||  (ii == KERNEL_SIZE-1 && cnt_line == 1 && (cnt_filter != 1 || cnt_channel != 1))) &&
	       	        (|cnt_index && cnt_index <= IFM_SIZE-KERNEL_SIZE+1 && ((cnt_index-1)%STRIDE == 0))                   ) ? 1 : 0;
        wr_en[ii] <= ((next_state != END_CONV) && (|cnt_filter) && (cnt_line >= (ii+1) && cnt_line <= (IFM_SIZE-KERNEL_SIZE+ii+1) && ((cnt_line-ii-1)%STRIDE == 0)) && (cnt_index >= KERNEL_SIZE && ((cnt_index-KERNEL_SIZE)%STRIDE == 0)))? 1 : 0;
      end
    end
  endgenerate
  always @(posedge clk1 or negedge rst_n)
  begin
    if (!rst_n)
    begin
      cnt_index   <= 0;
      cnt_line    <= 0;
      cnt_channel <= 0;
      cnt_filter  <= 0;
      set_reg     <= 0;
      set_wgt     <= 0;
      end_reg     <= 0;
      rd_clr      <= 0;
      wr_clr      <= 0;
      set_ifm     <= 0;
    end 
    else
    begin
      case (next_state)
        IDLE:
        begin
          cnt_index   <= 0;
          cnt_line    <= 0;
          cnt_channel <= 0;
          cnt_filter  <= 0;
          set_reg     <= 0;
          set_wgt     <= 0;
          rd_clr      <= 0;
          wr_clr      <= 0;
          set_ifm     <= 0;
          end_reg     <= (cnt_index == IFM_SIZE-KERNEL_SIZE+3) ? 1 : 0;
        end
        COMPUTE:
        begin
          cnt_index   <= cnt_index + 1;
          cnt_line    <= (|cnt_index == 1'b0)? cnt_line + 1:cnt_line;
          cnt_channel <= (|cnt_index == 1'b0 && |cnt_line == 1'b0)? cnt_channel + 1:cnt_channel;
          cnt_filter  <= (|cnt_index == 1'b0 && |cnt_line == 1'b0 && |cnt_channel == 1'b0)? cnt_filter + 1:cnt_filter;
          set_reg     <= 1;
          set_wgt     <= (|cnt_index == 1'b0 && |cnt_line == 1'b0)? 1 : (set_wgt << 1);
          rd_clr      <= 0;
          wr_clr      <= (cnt_index == KERNEL_SIZE)? 1 : 0;
          set_ifm     <= 1;
        end
        END_ROW:
        begin
          cnt_index   <= 0;
          rd_clr      <= 1;
          set_wgt     <= set_wgt << 1;
          set_ifm     <= 0;
        end
        END_CHANNEL:
        begin
          cnt_index   <= 0;
          cnt_line    <= 0;
          rd_clr      <= 1;
          set_ifm     <= 0;
        end
        END_FILTER:
        begin
          cnt_index   <= 0;
          cnt_line    <= 0;
          cnt_channel <= 0;
          rd_clr      <= 1;
          set_ifm     <= 0;
        end
        END_CONV:
        begin
          cnt_index   <= cnt_index + 1;
          cnt_line    <= 1;
          cnt_channel <= 1;
          cnt_filter  <= CO + 1;
          set_reg     <= 0;
          set_wgt     <= 0;
          set_ifm     <= 0;
          rd_clr      <= 0;
        end
        default:
        begin
          cnt_index   <= cnt_index;
          cnt_line    <= cnt_line;
          cnt_channel <= cnt_channel;
          cnt_filter  <= cnt_filter;
          set_reg     <= set_reg;
          set_ifm     <= set_ifm;
          set_wgt     <= set_wgt;
          end_reg     <= end_reg;
          wr_clr      <= wr_clr;
          rd_clr      <= rd_clr;
        end
      endcase
    end
  end
  always @(posedge clk2 or negedge rst_n)
  begin
    if (!rst_n)
    begin
      out_valid <= 0;
      end_conv  <= 0;
    end
    else begin
      if (POOLING || (cnt_channel == CI && cnt_line > KERNEL_SIZE) || (cnt_channel == 1 && cnt_line == 1))
        out_valid <= rd_en[KERNEL_SIZE-1];
      else
        out_valid <= 0;
      end_conv  <= end_reg;
    end
  end
  assign re_buffer = ((cnt_channel > 1 && cnt_line >= KERNEL_SIZE) || (cnt_line == 0 && cnt_channel != 1)) ? wr_en[KERNEL_SIZE-1] : 0;
  assign ifm_read = ((cnt_line > PAD && cnt_line <= IFM_SIZE-PAD) && (cnt_index > PAD && cnt_index <= IFM_SIZE-PAD)) ? 1 : 0;
  assign wgt_read = (|set_wgt) ? 1 : 0;
endmodule
File: flow/run.sh
#!/bin/bash
# OpenROAD 26Q1-2900-gdf79404cd8, Yosys 0.63+post, stock flow scripts
make -C /OpenROAD-flow-scripts/flow DESIGN_CONFIG=/design/flow/config.mk WORK_HOME=/design/flow/orfs finish
File: flow/config.mk
export PLATFORM = sky130hd
export DESIGN_NAME = CONTROL
export DESIGN_NICKNAME = CONTROL
export VERILOG_FILES = /design/flow/design.v
export SDC_FILE = /design/flow/constraint.sdc
export NUM_CORES = 4
export LEC_CHECK = 1
export CORE_UTILIZATION = 40
File: flow/constraint.sdc
current_design CONTROL

set clk_period 6.3
set clk_io_pct 0.2

create_clock -name clk0 -period $clk_period [get_ports {clk1}]
create_clock -name clk1 -period $clk_period [get_ports {clk2}]

set non_clock_inputs [all_inputs -no_clocks]
set_input_delay [expr $clk_period * $clk_io_pct] -clock clk0 $non_clock_inputs
set_output_delay [expr $clk_period * $clk_io_pct] -clock clk0 [all_outputs]
==> metrics.cfg <==
[yosys]
synth_chip_area_um2=3890
yosys-stat-cells=403
yosysMostFrequentCell=sky130_fd_sc_hd__dfrtp_1
synth.top_cells.by_count=66 x sky130_fd_sc_hd__dfrtp_1, 38 x sky130_fd_sc_hd__nor2_1, 27 x sky130_fd_sc_hd__nand2_1, 22 x sky130_fd_sc_hd__a21oi_1, 22 x sky130_fd_sc_hd__o21ai_0
ys.warnings.count=1
ys_ff=75
synthesis.area_per_instance_um2=9.66
synth_async_sr_flop_share_pct=89.3
synth_cells=403
netlist_top_cells_area=sky130_fd_sc_hd__dfrtp_1 42%, sky130_fd_sc_hd__ha_1 4.5%, sky130_fd_sc_hd__dfxtp_1 4.1%
synth-edff-count=0
synth_seq_share_pct=47.2
ff_type=sky130_fd_sc_hd__dfrtp_1
post_synthesis_cell_area_um2=3890
top_area_cell=sky130_fd_sc_hd__dfrtp_1
post-synth-top-area-fraction_pct=42.4
synth.lib_cells_used.distinct=55

[power_and_ir_drop]
power_per_cell_area_nw_per_um2=342
vdd.ir_drop.worst_mv=0.146
leakage_nw=1.96
totalPowerFinal_mw=1.57

[flow_run]
stage_log_warnings=36
drv.max_cap_violation_count=0

[detailed_routing]
via_count=3254
ant_nets=0
detail_route.wirelength_um=9210
detail_route.drc_violations=0
diodes=0
number_of_optimization_iterations_in_the_first_detailed_route_pass=5
dr_wl_cell_um=16.0
viasPerCell=5.66
detailedRoute.firstIterationViolations=209

[final_timing]
final_hold_viol_count=0
rsz_0062_raised_after_global_routing=false
clock-skew-final_ps=8.24
setup_violations=0
tns_ps=0
tightest_slew_ps=813
maxSlewHeadroom_pct=45.3
maxSlewViolCount=0

[worst_setup_path]
rr_worst_depth=8
endpoint_kind=output port
worstPathRequired_ps=5040
regToRegSetupSlack_ps=3000
critical_path_class=reg2out
startpoint=cnt_line[4]
timing.critical_path.fanout_max=8
critical_path.startpoint_type=flop
crit-reg2reg-launch=cnt_index[1]
crit_end=re_buffer
worst-endpoint-arrival_ps=2620
r2r_end=set_wgt[0]

[clocking]
clock-sinks=75
clock_pin_slew_of_the_registers_on_the_worst_case_setup_and_hold_paths_ps=80
tritoncts=done
postCtsSetupRepairBufs=0
cts_repair_resized_insts=0
holdBufCountCts=0

[cells_and_area]
areaGrowthSynthToFinish_pct=18.3
regMostFlops=set_wgt
top_regs=set_wgt x16, cnt_channel x10, cnt_filter x10
fillCellCount=864
ratio_of_cells_with_drive_above_1_in_the_final_layout_pct=6.95
largest_register_ff_count=16

[placement]
port_buffers=35
dp_hpwl_um=6550
finalWeightedCongestion=0.948

[global_route]
grt-busiest-layer=met1
grt_ovf=0
grt_max_degree=39
vias_in_the_first_global_route=3096
grtUsageMet1_pct=32.2
grt_util_overall_pct=20.1
use_met3_pct=3.81
antenna_found_initial=0
grt_pass1_wl_um=15500
met2_usage_pct=28.9

[floorplanning]
ios=37
row_count=35
die_area_um2=10100
core_um2=9330
initial_utilization_pct=41.8
die_w_um=101
die_h_um=101

[hold_path]
holdCritPathClass=reg2reg

[run_status]
status=finished, final reports clean

## power breakdown
part	leakage [nW]	internal (mW)	switching [mW]
Clock	0.114	0.226	0.197
Combinational	0.866	0.197	0.340
Sequential	0.978	0.531	0.0833
## worst min-delay path by stage
stage,cells past startpoint,start,slack (ps),to
final,2,curr_state[0],480,curr_state[0]
after CTS,2,curr_state[0],480,curr_state[0]
after global routing,2,wr_clr,520,wr_clr
## cell families after synthesis
logic type               synth area share (%)
XOR/XNOR                                 2.92
multiplexers                            0.257
flip-flops                               47.2
buffers and inverters                    2.89
AND/OR/NAND/NOR                          22.9
adder cells (fa/ha/maj)                  4.50
AND-OR/OR-AND                            19.4
## placed cells by master, fill, tap and decap left out, types with 2 or more instances in the layout
master | Yosys | final
sky130_fd_sc_hd__o211ai_1 | 4 | 4
sky130_fd_sc_hd__nor4_1 | 13 | 13
sky130_fd_sc_hd__clkinvlp_4 | 0 | 3
sky130_fd_sc_hd__o2111ai_1 | 2 | 2
sky130_fd_sc_hd__dfxtp_1 | 8 | 8
sky130_fd_sc_hd__nor3_1 | 5 | 5
sky130_fd_sc_hd__nor2b_1 | 4 | 4
sky130_fd_sc_hd__a31oi_1 | 4 | 4
sky130_fd_sc_hd__xor2_1 | 10 | 10
sky130_fd_sc_hd__clkdlybuf4s50_1 | 0 | 34
sky130_fd_sc_hd__nand2_1 | 27 | 27
sky130_fd_sc_hd__dfrtp_1 | 66 | 66
sky130_fd_sc_hd__nand2b_1 | 2 | 2
sky130_fd_sc_hd__clkbuf_8 | 0 | 12
sky130_fd_sc_hd__nor2_1 | 38 | 38
sky130_fd_sc_hd__ha_1 | 14 | 14
sky130_fd_sc_hd__buf_4 | 0 | 2
sky130_fd_sc_hd__a21oi_1 | 22 | 22
sky130_fd_sc_hd__a22o_1 | 15 | 15
sky130_fd_sc_hd__inv_6 | 0 | 2
sky130_fd_sc_hd__or4_1 | 13 | 13
sky130_fd_sc_hd__nand4_1 | 15 | 15
sky130_fd_sc_hd__inv_1 | 16 | 16
sky130_fd_sc_hd__and3_1 | 8 | 8
sky130_fd_sc_hd__a2111o_1 | 2 | 2
sky130_fd_sc_hd__a21o_1 | 3 | 3
sky130_fd_sc_hd__xnor2_1 | 3 | 3
sky130_fd_sc_hd__and2_1 | 4 | 4
sky130_fd_sc_hd__o21ai_0 | 22 | 22
sky130_fd_sc_hd__o31ai_1 | 16 | 16
sky130_fd_sc_hd__or3_1 | 8 | 8
sky130_fd_sc_hd__nand3_1 | 20 | 20
## stage by stage
step	std cells	setup WS [ps]	util (%)	hold slack (ps)	instance area, um2
floorplan	403	3220	-	348	3890
global placement	556	2480	46.8	371	4360
detailed placement	556	2450	46.8	361	4360
CTS	575	2370	49.4	484	4610
global route	575	2200	49.4	522	4610
finish	575	2420	49.4	478	4610
## routing by layer
layer  routed length (um)  up-vias
met4                  229        0
li1                     -     1596
met3                  435       17
met2                 4220       79
met5                    0        -
met1                 4330     1562
## critical path: stages (launching register included)
cell	delay, ps
sky130_fd_sc_hd__dfrtp_1	470
sky130_fd_sc_hd__or3_1	350
sky130_fd_sc_hd__or4_1	600
sky130_fd_sc_hd__a21oi_1	190
sky130_fd_sc_hd__o221a_2	220
sky130_fd_sc_hd__clkdlybuf4s50_1	450
## area by class of cell
class | count | area [um2] | area share (%)
inverters | 16 | 60.1 | 1.30
flip-flops and latches | 75 | 1840 | 39.9
well taps | 129 | 161 | 3.50
clock inverters | 7 | 78.8 | 1.71
repair buffers | 37 | 360 | 7.82
clock buffers | 12 | 165 | 3.58
multi-input cells | 299 | 1940 | 42.2
Power and IR drop assume default switching activity.
