==> flow/design.v <==
module PRNG #( parameter DATA_WIDTH = 32, NUMBER_RANDOM = 2) (
	input clk,
	input rst_n,
	input start,
	input re_start,
	output wire out_valid,
	output reg [31:0] data_out,
	output reg end_random,
	output reg [31:0] number_1,
	output reg [31:0] number_2
);
	parameter N = 624          ;
	parameter M = 397          ;
	parameter R = 31           ;
	parameter A = 32'h9908B0DF ;
	parameter U = 11           ;
	parameter D = 32'hFFFFFFFF ;
	parameter S = 7            ;
	parameter B = 32'h9D2C5680 ;
	parameter T = 15           ;
	parameter C = 32'hEFC60000 ;
	parameter L = 18           ;
	parameter F = 1812433253   ;
	parameter SEED = 32'h87878787; 
	parameter W = 32; 
	parameter [2:0] IDLE          = 3'b000;
	parameter [2:0] INIT          = 3'b001;
	parameter [2:0] TRANFORMATION = 3'b010;
	parameter [2:0] TEMPERING     = 3'b011;
	parameter [2:0] END_RANDOM    = 3'b100;
	reg [2:0] current_state, next_state;
	reg [10:0] counter_init;
	reg [10:0] counter_tran;
	reg [10:0] counter_temp;
	wire [W-1:0] upper_mask;
	wire [W-1:0] lower_mask;
	reg [31:0] y;
	reg [31:0] x;
	reg [31:0] x1;
	reg [31:0] out_tranformation;
	reg [31:0] y1,y2,y3,y4,y5,y6,y7,y8,y9,y10;
	assign lower_mask = (1 << R) - 1;
	assign upper_mask = ~lower_mask & {W{1'b1}};
	always @(posedge clk or negedge rst_n) begin
		if(!rst_n) begin
			current_state <= IDLE;
	  end else begin
			current_state <= next_state;
		end
	end
	always @(*) begin
		case(current_state)
			IDLE: begin
				if(start) begin 
					next_state = INIT;
				end else begin
					next_state = IDLE;
				end
			end
			INIT: begin 
				if(counter_init == N) begin 
					next_state = TRANFORMATION;
				end else begin
					next_state = INIT;
				end
			end
			TRANFORMATION: begin
				if (counter_tran == N) begin
					next_state = TEMPERING;
				end else begin
					next_state = TRANFORMATION;
				end
			end
			TEMPERING: begin
				if(counter_temp == 32) begin
					next_state = END_RANDOM;
				end else begin
					next_state = TEMPERING;
				end
			end
			END_RANDOM: begin
				if(re_start) begin 
					next_state = TRANFORMATION;
				end else begin
					next_state = END_RANDOM;
				end
			end
			default: next_state = IDLE;
			endcase
	end
	reg [31:0] state_vector [623:0] ;
	wire [31:0] temp;
	assign temp = state_vector[counter_init] ^ (state_vector[counter_init] >> (W-2));
  integer i;
	always @(posedge clk or negedge rst_n) begin
		if(!rst_n) begin
			counter_init <= 0;
			counter_tran <= 0;
			counter_temp <= 0;
			out_tranformation <= 0;
			y   <= 0;
			y1  <= 0;
			y2  <= 0;
			y3  <= 0;
			y4  <= 0;
			y5  <= 0;
			y6  <= 0;
			y7  <= 0;
			y8  <= 0;
			y9  <= 0;
			y10 <= 0;
			x1  <= 0;
			x   <= 0;
			for (i = 0; i < N; i = i + 1) begin
				state_vector[i] <= 0;
			end
		end else begin
			case(next_state)
				IDLE: begin 
					state_vector[0] <= SEED;
				end 
				INIT: begin
					counter_init <= counter_init + 1;
					state_vector[counter_init+1] <= (F * (state_vector[counter_init] ^ (state_vector[counter_init] >> (W-2))) + counter_init) & 32'hFFFFFFFF;
				end
				TRANFORMATION: begin 
					counter_tran <= counter_tran + 1; 
					y <= (state_vector[counter_tran] & upper_mask) + (state_vector[(counter_tran + 1 ) % N] & lower_mask);
					x <= y >> 1;
					if(x[0] == 1) begin
						x1 <= x ^ A;
						state_vector[counter_tran] <= state_vector[((counter_tran + M) % N)] ^ x1;					
					  out_tranformation	 <= state_vector[((counter_tran + M) % N)] ^ x1;					
					end else begin
						state_vector[counter_tran] <= state_vector[((counter_tran + M) % N)] ^ x;					
					  out_tranformation	 <= state_vector[((counter_tran + M) % N)] ^ x;					
					end
				end
				TEMPERING: begin
					counter_temp <= counter_temp + 1; 
					y1  <= (out_tranformation >> U) ;
					y2  <= out_tranformation ^ y1   ;
					y3  <=  y2 << S                 ;
					y4  <=  y3 & C                  ;
					y5  <=  y4 ^ y2                 ;
					y6  <=  y5 << 15                ;
					y7  <=  y6 & C                  ;
					y8  <=  y7 ^ y5                 ;
					y9  <=  y8 >> L                 ;
					y10 <=  y9 ^ y8                 ;
				end
				END_RANDOM: begin 
					counter_tran <= 0;
					counter_temp <= 0;
				end
			endcase
		end
	end
	wire test;
	assign test = ((counter_temp == 6) | (counter_temp == 7));
	assign out_valid = (counter_temp == 5) ? 1 : 0;
endmodule
==> flow/run.sh <==
#!/bin/bash
# OpenROAD 26Q1-2900-gdf79404cd8, Yosys 0.63+post, stock flow scripts
make -C /OpenROAD-flow-scripts/flow DESIGN_CONFIG=/design/flow/config.mk WORK_HOME=/design/flow/orfs finish
==> flow/config.mk <==
export PLATFORM = sky130hd
export DESIGN_NAME = PRNG
export DESIGN_NICKNAME = PRNG
export VERILOG_FILES = /design/flow/design.v
export SDC_FILE = /design/flow/constraint.sdc
export NUM_CORES = 4
export LEC_CHECK = 1
export CORE_UTILIZATION = 30
==> flow/constraint.sdc <==
current_design PRNG

set clk_period 6.1
set clk_io_pct 0.2

create_clock -name clk0 -period $clk_period [get_ports {clk}]

set non_clock_inputs [all_inputs -no_clocks]
set_input_delay [expr $clk_period * $clk_io_pct] -clock clk0 $non_clock_inputs
set_output_delay [expr $clk_period * $clk_io_pct] -clock clk0 [all_outputs]
==> results.cfg <==
; generated from flow reports
[outcome]
status = complete, no violations

[power]
combinationalPowerShare_pct = 10.2
vdd.ir_drop.worst_v = 0.0000863
cellPowerDensity_nw_per_um2 = 211
p_seq_share_pct = 53.7
leakage_nw = 1.41
netSwitchingFraction_pct = 25.9
power.internal_mw = 0.423
clkPwrFrac_pct = 36.1
power_switching_mw = 0.148

[worst_setup_path]
worstPathMaxFanout = 14
kind_of_critical_path = in2reg
cp_cell_sequence = clkdlybuf4s50_1 -> a21oi_1 -> a41oi_4 -> nand2b_4 -> a2111oi_4 -> nand4_1 -> mux2i_1
required_time_worst_endpoint_ns = 6.27
timing.critical_path.to_type = flip-flop
cp-start-kind = primary input
cp_slowest_stage_delay_ns = 0.72
slowest_stage_cell_crit_path = sky130_fd_sc_hd__a2111oi_4
crit_arrival_ns = 3.37

[grt]
gr-total-overflow = 0
grt_util_met1_pct = 12.3
groute.usage.overall_pct = 8.44
use_met3_pct = 1.52
busiest_grt_layer = met2
gr-usage-met2_pct = 13.6
via_count_of_the_first_global_routing_pass = 1512
grt_max_degree = 22
global_route_wire_length_before_repair_um = 6890
grt_antenna_before_repair = 0

[final_layout]
area_growth_syn_to_layout_pct = -4.09
final-instance-count-excl-fill = 423
fin_area_um2 = 2700
fill_cells = 908
drive_above_1_share_pct = 6.98
logic_area_um2 = 1430
flop_area_um2 = 952

[final_timing]
timing.max_slew.rel_slack_pct = 49.3
min_period_ns = 3.20
grt_setup_unrepaired = no
worst_pin_slew_ns = 0.761
fin_setup_tns_ns = 0
fmax_ghz = 0.313
finalHoldViolCount = 0
final_max_slew_violation_tally = 0
timing.final.crit_share_pct = 52.4
layout_setup_ws_ns = 2.90
setup_viol = 0
clock_skew_ns = 0.00690

[logic_synthesis]
synthesized_area_per_cell_um2 = 9.15
ys_async_rst_share_pct = 100
yosys_cells = 308
ys_seq_elements = 38
postSynth.topFlopCell = sky130_fd_sc_hd__dfrtp_1
synth.yosys.warnings = 99
synth.cell_area_um2 = 2820
post_synth_area_from_yosys_stat_um2 = 2820
synth.yosys.seq_area_share_pct = 33.8
yosysUniqueCellTypes = 39
synth-edff-count = 0
post_synth_inst_count = 308

[routing]
remaining_drc_errors = 0
dr.first_iter.drc_count = 42
drtAntennaViolNets = 0
detail_route.vias_per_cell = 4.09
dr_total_vias = 1731
drt_pre_antenna_iters = 4
wl_per_cell_um = 9.37
finalWirelength_um = 3970
number_of_antenna_cells_inserted = 0

[clock_tree]
post_cts_buffers = 0
cts.htree.levels = 2
clock_sinks = 38
worst_skew_pair.late_latency_ns = 0.29
ctsRootBufferMaster = sky130_fd_sc_hd__clkbuf_8
cts_resized = 0
clk_transition_reported_paths_ns = 0.08
tritoncts = built
cts_buffer_depth = 2
inserted_clock_buffers = 5
cts_hold_repair.buffers = 0

[run]
log.warning_count = 29
timing.max_cap.violations = 0

[die]
placementRows = 34
io_pins = 102
floorplan.initialDensity_pct = 31.7
core_um2 = 8890
dieHeight_um = 98.9
die_width_um = 98.9
dieArea_um2 = 9780

[placed_design]
detailed_place_hpwl_um = 2920
port-buffer-count = 4
dp_worst_setup_slack_ns = 2.63
routability_cong = 0.819
placedCellCount = 415
dpl_cell_area_um2 = 2590

[min_path]
hp-class = reg2reg
## path summary, 6_finish.rpt
check / from / end / slack, ns / cells past startpoint
max: start / counter_tran[6] / 2.90 / 7
min: counter_init[10] / counter_init[10] / 0.46 / 1
max reg2reg: counter_init[0] / counter_tran[6] / 3.62 / 7
min reg2reg: counter_init[10] / counter_init[10] / 0.46 / 1
max in group asynchronous: rst_n / current_state[0] / 4.57 / 2
min in group asynchronous: rst_n / counter_init[7] / 0.85 / 1
## state kept, by name, summed over array words and instances (netlist names)
name and count:
counter_init 11, counter_temp 11, counter_tran 11, current_state 5
## layer usage
layer  vias up  routed length, um
met2        66               1800
met5         -                  0
met4         0                 58
met3         5                252
met1       802               1860
li1        858                  -
## stage by stage
stage	hold slack (ns)	total power [mW]	utilization [%]
2_1_floorplan	0.435	0.391	-
3_3_place_gp	0.450	0.370	29.2
3_5_place_dp	0.451	0.372	29.2
4_1_cts	0.466	0.582	30.4
5_1_grt	0.478	0.608	30.4
6_report	0.463	0.571	30.4
## power by group through the flow
stage,clock [mW],combinational (mW),sequential [mW]
5_1_grt,0.224,0.0723,0.311
4_1_cts,0.215,0.0606,0.307
6_report,0.206,0.0583,0.307
## cells in the mapped netlist, types with 2 or more instances
cell type                  instances  area, um2
sky130_fd_sc_hd__a21oi_1           7       35.0
sky130_fd_sc_hd__a31oi_1           5       31.3
sky130_fd_sc_hd__and2_1            2       12.5
sky130_fd_sc_hd__and3_1            9       56.3
sky130_fd_sc_hd__buf_4            99        743
sky130_fd_sc_hd__clkbuf_1          2       7.51
sky130_fd_sc_hd__dfrtp_1          37        926
sky130_fd_sc_hd__ha_1              7       87.6
sky130_fd_sc_hd__inv_1            10       37.5
sky130_fd_sc_hd__mux2i_1          13        130
sky130_fd_sc_hd__nand2_1          35        131
sky130_fd_sc_hd__nand2b_1          3       18.8
sky130_fd_sc_hd__nand3_1           7       35.0
sky130_fd_sc_hd__nand4_1          15       93.8
sky130_fd_sc_hd__nor2_1            9       33.8
sky130_fd_sc_hd__nor2b_1           2       12.5
sky130_fd_sc_hd__nor3_1            4       20.0
sky130_fd_sc_hd__nor4_1            2       12.5
sky130_fd_sc_hd__o21ai_0          10       50.1
sky130_fd_sc_hd__o21ai_1           2       10.0
sky130_fd_sc_hd__xnor2_1           8       70.1
sky130_fd_sc_hd__xor2_1            3       26.3
## cell usage in the layout (no fill, tap or decap), types with 2 or more instances in the layout
| cell | n |
|---|---|
| sky130_fd_sc_hd__nor2_1 | 9 |
| sky130_fd_sc_hd__a21oi_1 | 7 |
| sky130_fd_sc_hd__and3_1 | 9 |
| sky130_fd_sc_hd__o21ai_1 | 2 |
| sky130_fd_sc_hd__nand2b_1 | 3 |
| sky130_fd_sc_hd__a31oi_1 | 5 |
| sky130_fd_sc_hd__clkbuf_8 | 5 |
| sky130_fd_sc_hd__o21ai_0 | 10 |
| sky130_fd_sc_hd__nor2b_1 | 2 |
| sky130_fd_sc_hd__conb_1 | 97 |
| sky130_fd_sc_hd__mux2i_1 | 13 |
| sky130_fd_sc_hd__inv_1 | 10 |
| sky130_fd_sc_hd__xor2_1 | 3 |
| sky130_fd_sc_hd__nand2_1 | 35 |
| sky130_fd_sc_hd__ha_1 | 7 |
| sky130_fd_sc_hd__clkdlybuf4s50_1 | 3 |
| sky130_fd_sc_hd__nand3_1 | 7 |
| sky130_fd_sc_hd__dfrtp_1 | 37 |
| sky130_fd_sc_hd__nor3_1 | 4 |
| sky130_fd_sc_hd__xnor2_1 | 8 |
| sky130_fd_sc_hd__clkinv_2 | 2 |
| sky130_fd_sc_hd__and2_1 | 2 |
| sky130_fd_sc_hd__nand4_1 | 15 |
| sky130_fd_sc_hd__nor4_1 | 2 |
## cells by family after synthesis
family	count (synthesis)	synth area share, %
buf+inv	112	28.4
simple gates	98	18.7
flops	38	33.8
compound gates	28	7.82
mux	13	4.62
xor+xnor	11	3.42
fa+ha+maj	7	3.11
other cells	1	0.133
## critical path, delay by kind of cell
family	cells	cell delay, ns
AOI/OAI and AO/OA	3	1.16
buffers and inverters	1	0.44
muxes	1	0.15
and+or+nand+nor	2	0.39
## cell type report
class / count / area share (%)
inverter: 10 / 1.39
tap: 108 / 5.00
timing repair buffer: 5 / 1.57
clock inverter: 3 / 1.48
sequential: 38 / 35.2
clock buffer: 5 / 2.55
multi-input combinational: 254 / 52.8
Power and IR drop assume default switching activity.
